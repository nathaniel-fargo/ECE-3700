### flow/run.sh
#!/bin/bash
# OpenROAD 26Q1-2900-gdf79404cd8, Yosys 0.63+post, stock flow scripts
make -C /OpenROAD-flow-scripts/flow DESIGN_CONFIG=/design/flow/config.mk WORK_HOME=/design/flow/orfs finish
### flow/design.v
module ClkDiv50M (
	input clk_50mhz,
	output reg clk_1hz,
	input en,
	input reset
);
	reg [31:0] clk_div = 0;
	reg reset_prev = 0;
	always @(posedge clk_50mhz) begin
		reset_prev <= reset;
		if (reset) begin
			clk_div <= 0;
			if (~reset_prev) 
				clk_1hz <= 0;
			else 
				clk_1hz <= 1;
		end else if (en) begin
			clk_div <= clk_div + 1;
			if (clk_div == 500) begin
				clk_div <= 0;
				clk_1hz <= ~clk_1hz;
			end
		end
	end
endmodule
### flow/constraint.sdc
current_design ClkDiv50M

set clk_period 4.0
set clk_io_pct 0.2

create_clock -name clk0 -period $clk_period [get_ports {clk_50mhz}]

set non_clock_inputs [all_inputs -no_clocks]
set_input_delay [expr $clk_period * $clk_io_pct] -clock clk0 $non_clock_inputs
set_output_delay [expr $clk_period * $clk_io_pct] -clock clk0 [all_outputs]
### flow/config.mk
export PLATFORM = sky130hd
export DESIGN_NAME = ClkDiv50M
export DESIGN_NICKNAME = ClkDiv50M
export VERILOG_FILES = /design/flow/design.v
export SDC_FILE = /design/flow/constraint.sdc
export NUM_CORES = 4
export LEC_CHECK = 1
export CORE_AREA = 10 10 108 108
export DIE_AREA = 0 0 118 118
==> results.ini <==
[place]
dp_hpwl_um = 2300
place.gp.congestion = 0.796
numPlacedInstances = 320
port_buffers = 3
pre_cts_ws_ns = 0.824
placed_area_um2 = 1830

[flow_run]
tool_warnings = 26
maxCapViolCount = 0

[synthesis]
ys_cells = 195
top_cell = dfxtp_1
netlist_area_um2 = 1650
netlist_top_cells_count = dfxtp_1 (33), a21oi_1 (19), nor2_1 (14)
top_cell_area_share_pct = 39.9
ff_type = dfxtp_1
netlist_instances = 195
synth_seq_share_pct = 41.8
top_cells_by_area = dfxtp_1 (40%), or4_1 (5.9%), a21oi_1 (5.7%)
synth_cell_type_count = 30
ys.warnings.count = 1
top_area_cell = dfxtp_1
async_flop_share_pct = 0
syn_avg_cell_area_um2 = 8.48
synth-seq-cells = 34
ys_area_um2 = 1650
edf_count = 1

[power_and_ir_drop]
power.leakage_nw = 0.551
peakVddDrop_mv = 0.130
p_total_uw = 655
p_per_area_nw_per_um2 = 339

[floorplan]
core_area_um2 = 9280
die_width_um = 118
fp-row-count = 35
fp.dieH_um = 118
chipArea_um2 = 13900
io_pins = 4
fp_util_pct = 17.8

[cts]
post_cts_resized = 0
clk_pin_slew_ns = 0.07
cts_setup_buffers = 0
cts_sinks = 34
htree_levels = 2
hold_buffers = 0
cts_root_buffer = clkbuf_8
max-clock-path-buffers = 2
tritoncts = yes
clk_latency_ns = 0.28
cts_buffers = 5

[detailed_routing]
num_vias = 1408
routedWlPerCell_um = 10.4
n_antenna_cell = 0
first_pass_iters = 4
wl_um = 3400
antenna_left = 0
drc = 0
post_drt_via_cell_ratio = 4.29
drt-initial-drc-count = 72

[worst_setup_path]
regToRegSetupSlack_ns = 1.67
start_kind = primary input
crit_required_ns = 4.18
critPathMaxFanout = 16
worstPathArrival_ns = 3.01
crit_path_end_kind = flip-flop
setup.worst_path.class = primary input to flip-flop

[final_timing]
max_slew.worst_pin.slew_ns = 0.706
fin_tns_setup_ns = 0
hold_viol_final = 0
slew-limit-headroom_pct = 52.8
fin_ws_ns = 1.17
fmax_ghz = 0.353
period_minus_slack_ns = 2.83
slew_violations = 0
finalClockPeriodUsage_pct = 70.9
rsz0062_at_grt = no
setup_viol = 0
skew_ns = 0.00667

[run_status]
outcome = finished, final reports clean

[final_layout]
final_area_um2 = 1930
drive_gt1_share_pct = 7.04
syn_to_final_growth_pct = 16.8
stdcell_count = 328

[global_routing]
gr-total-overflow = 0
grt_util_all_layers_pct = 4.76
grt_pass1_wl_um = 5870
grt_pass1_vias = 1291
grt_max_degree = 21
antenna_found_initial = 0

[worst_hold_path]
hp-class = flip-flop to flip-flop

power by group:
| part | internal (mW) | leakage [nW] | switching, mW |
|---|---|---|---|
| sequential | 0.344 | 0.276 | 0.00386 |
| clock | 0.158 | 0.0561 | 0.125 |
| combinational | 0.0112 | 0.219 | 0.0133 |
worst paths after layout:
path | from | endpoint | cells after the start
max | en | clk_div[3] | 6
min | clk_div[31] | clk_div[31] | 2
max reg2reg | clk_div[0] | clk_div[3] | 7
min reg2reg | clk_div[31] | clk_div[31] | 2
cells by family (layout without fill, tap and decap cells):
kind of cell	count (synthesis)	after routing	share of synthesized area, %
and+or+nand+nor	90	90	31.4
xor gates and xnor gates	12	12	6.35
adders and majority gates	2	2	1.51
DFF	34	34	41.8
buffers and inverters	16	20	4.24
muxes	1	1	0.605
AOI/OAI and AO/OA	40	40	14.1
layout make-up:
cell class                      instances  area (µm²)
Timing Repair Buffer                    5        45.0
Sequential cell                        34         691
Clock buffer                            6        93.8
Clock inverter                          2        10.0
Fill cell                            1041        7350
Inverter                                7        26.3
Tap cell                              129         161
Multi-Input combinational cell        145         905
per-stage QoR:
stage	utilization (%)	hold WS, ns
2_1_floorplan	-	0.452
3_3_place_gp	19.7	0.472
3_5_place_dp	19.7	0.484
4_1_cts	20.8	0.495
5_1_grt	20.8	0.515
6_report	20.8	0.497
sequential cells by signal, summed over array words and instances, names as in the netlist:
register    cells
clk_1hz         1
reset_prev      1
clk_div        32
routing by layer:
layer / wire, µm / GRT usage [%] / vias to the layer above
met3: 132 / 1.26 / 5
li1: - / - / 739
met1: 1800 / 6.41 / 648
met4: 64 / 0.773 / 0
met5: 0 / 0 / -
met2: 1400 / 7.59 / 16
placed cells by master, fill, tap and decap left out, types with 4 or more instances in the layout:
cell type,synthesis,final
nor4_1,6,6
inv_1,7,7
nand4_1,9,9
clkbuf_8,0,5
or3_1,12,12
a21oi_1,19,19
dfxtp_1,33,33
o31ai_1,9,9
xnor2_1,8,8
nor2_1,14,14
xor2_1,4,4
or4_1,13,13
o21ai_0,11,11
nand3_1,11,11
nand2_1,11,11
worst max-delay path, stage by stage:
cell	delay (ns)
clkdlybuf4s50_1	0.62
nor4bb_1	0.33
nand4_1	0.22
o41ai_4	0.62
buf_4	0.34
nor2_1	0.07
Power is estimated from default activity; no workload was simulated.
