$ cat flow/config.mk
export PLATFORM = sky130hd
export DESIGN_NAME = FSM
export DESIGN_NICKNAME = FSM
export VERILOG_FILES = /design/flow/design.v
export SDC_FILE = /design/flow/constraint.sdc
export NUM_CORES = 4
export LEC_CHECK = 1
export CORE_AREA = 10 10 70 70
export DIE_AREA = 0 0 80 80
$ cat flow/constraint.sdc
current_design FSM

set clk_period 1.7
set clk_io_pct 0.2

create_clock -name clk0 -period $clk_period [get_ports {clk}]

set non_clock_inputs [all_inputs -no_clocks]
set_input_delay [expr $clk_period * $clk_io_pct] -clock clk0 $non_clock_inputs
set_output_delay [expr $clk_period * $clk_io_pct] -clock clk0 [all_outputs]
$ cat flow/design.v
module FSM (
	input wire clk,
	input wire reset,
	output reg [2:0] wr_reg,  
	output reg [1:0] data_path_select,  
	output reg [3:0] data_path_custom,  
	output reg [1:0] alu_op_code  
);
	reg [3:0] current_state, next_state;
	always @(posedge clk) begin
		if (reset) begin
			next_state <= 0;
		end else if (current_state != 9) begin
			next_state <= current_state + 1;
		end
	end
	always @(posedge clk) begin
		current_state <= next_state;
	end
	always @(posedge clk) begin
		wr_reg <= 0;
		data_path_select <= 2'b00;
		alu_op_code <= 2'b00;
		case (current_state)
			0: begin
				wr_reg <= 3'b111;
			end
			1: begin
				data_path_select <= 2'b01;
				wr_reg <= 3'b001;
			end
			2: begin
				data_path_select <= 2'b11;
				data_path_custom <= 4'b0011;
				wr_reg <= 3'b010;
			end
			3: begin
				alu_op_code <= 2'b00;
				wr_reg <= 3'b100;
			end
			4: begin
				data_path_select <= 2'b10;
				wr_reg <= 3'b010;
			end
			5: begin
				alu_op_code <= 2'b10;
				wr_reg <= 3'b100;
			end
			6: begin
				data_path_select <= 2'b10;
				wr_reg <= 3'b001;
			end
			7: begin
				alu_op_code <= 2'b11;
				wr_reg <= 3'b100;
			end
			8: begin
				data_path_select <= 2'b10;
				wr_reg <= 3'b001;
			end
			9: begin
				alu_op_code <= 2'b01;
				wr_reg <= 3'b100;
			end
		endcase
	end
endmodule
$ cat flow/run.sh
#!/bin/bash
# OpenROAD 26Q1-2900-gdf79404cd8, Yosys 0.63+post, stock flow scripts
make -C /OpenROAD-flow-scripts/flow DESIGN_CONFIG=/design/flow/config.mk WORK_HOME=/design/flow/orfs finish
==> GITHUB_STEP_SUMMARY <==
## Synthesis and layout report

| Metric | Value |
|---|---|
| Die ar. | `6400 µm²` |
| Yosys cell count | `61` |
| Clk latency late pin | `0.28 ns` |
| Post-CTS setup buffer count | `0` |
| Cell area after synthesis | `626 µm²` |
| Gpl congestion | `0.813` |
| First-pass GRT wire length | `1840 µm` |
| Switching share of power | `24.5%` |
| Psw | `0.174 mW` |
| Worst path bufs/invs | `1` |
| Clk pwr share | `28.6%` |
| DRT antenna net count | `0` |
| WL/cell | `9.23 µm` |
| WHS Path Cells | `0` |
| Internal power | `0.536 mW` |
| Max Cap Viol | `0` |
| Core box area | `3420 µm²` |
| Final Instance Area | `749 µm²` |
| DP Worst Slack | `0.335 ns` |
| Most common logic cells in the final layout | `dfxtp_1 (15), clkdlybuf4s50_1 (8), inv_1 (5)` |
| Gr usage total | `3.50%` |
| Clk pin slew, worst setup/hold paths | `0.09 ns` |
| Skew final | `0.00122 ns` |
| Initial antenna violation count | `0` |
| Yosys chip area | `626 µm²` |
| DR iter-0 viols | `24` |
| TritonCTS clock tree | `yes` |
| Slowest-stage cell, CP | `clkdlybuf4s50_1` |
| WP data arrival | `1.07 ns` |
| Mean Syn Cell Area | `10.3 µm²` |
| Final min period | `1.41 ns` |
| DIE HEIGHT | `80 µm` |
| Final Max Tran Viols | `0` |
| Yosys cell types | `24` |
| CP Launch Point | `alu_op_code[1]` |
| Commonest Layout Cell | `dfxtp_1` |
| Final hold violation count | `0` |
| FF+latch area | `300 µm²` |
| Yosys warns | `1` |
| Origin of the critical flop-to-flop path | `current_state[1]` |
| Area post-placement | `722 µm²` |
| Static leakage | `0.327 nW` |
| Synth Instances | `61` |
| Vias in the first global route | `405` |
| IO Pins | `13` |
| Tot Pwr | `0.710 mW` |
| Fin worst setup slack | `0.294 ns` |
| Tool Warnings | `28` |
| Post-cts repair resize count | `0` |
| Via count | `428` |
| Hold buffers post-CTS | `0` |
| Vias per std cell | `3.72` |
| Gate Area | `265 µm²` |
| Inserted Diodes | `0` |
| Die width | `80 µm` |
| Seq pwr share | `56.7%` |
| Seq share, synth | `48.0%` |
| Gate power share | `14.7%` |
| RSZ-0062 raised after global routing | `no` |
| Max VDD drop | `0.401 mV` |
| Worst path depth | `1` |
| Worst path top cell family by delay | `buffers and inverters` |
| Synth-to-Final Area Change | `19.8%` |
| Critical path class | `reg -> out` |
| Post-layout period usage of the worst path | `82.7%` |
| CP startpoint kind | `flip-flop` |
| Pre-Place Util | `18.3%` |
| Filler cell count | `380` |
| Grt ovf | `0` |
| Layout cells sized above 1 | `10.1%` |
| Fmax | `711 MHz` |
| Status | `complete, no violations` |
| Fin Hold WS | `0.347 ns` |
| Ys flops | `15` |
| Final setup fails | `0` |
| CP max FO | `1` |
| Worst Setup End Kind | `output port` |
| Post-route setup TNS | `0 ns` |
| Port bufs | `8` |
| TritonCTS Buffers | `3` |
| First-pass DRT Iterations | `4` |
| Crit path DRT | `1.36 ns` |
| Largest net degree at the start of global routing | `14` |
| Post-DP HPWL | `785 µm` |
| CTS HTree Levels | `1` |
| Hold path start | `next_state[2]` |
| Rows | `21` |
| Maximum clock path buffer count | `2` |
| Worst R2R Path Depth | `5` |
| Cell Chain, Critical Path | `clkdlybuf4s50_1` |
| Clock root buffer | `clkbuf_4` |
| CP max stage delay | `0.46 ns` |
| Pwr dens | `948 nW/µm²` |
| HP Class | `reg -> reg` |
| Final wirelength | `1060 µm` |
| Sink Count | `15` |
| Drt drc | `0` |
==> final cells by class <==
| cell class | instances | area share (%) |
|---|---|---|
| Multi-Input combinational cell | 37 | 35.4 |
| Clock inverter | 1 | 0.668 |
| Timing Repair Buffer | 8 | 10.7 |
| Clock buffer | 3 | 3.01 |
| Sequential cell | 15 | 40.1 |
| Inverter | 5 | 2.50 |
| Tap cell | 46 | 7.68 |
==> logic make-up after synthesis <==
kind of cell             synth area share (%)
adder cells (fa/ha/maj)                  8.00
AND-OR/OR-AND                            16.8
multiplexers                             3.20
AND/OR/NAND/NOR                          12.0
buffers and inverters                    10.8
flip-flops                               48.0
other                                    1.20
==> stage by stage <==
step | util [%] | instances
floorplan | - | 63
global placement | 21.1 | 111
detailed placement | 21.1 | 111
CTS | 21.9 | 115
global route | 21.9 | 115
finish | 21.9 | 115
==> routing by layer <==
layer / GRT usage (%) / vias up / wire length, µm / share of wire [%]
met5: 0 / - / 0 / 0
met4: 0.352 / 0 / 4 / 0.38
met3: 2.27 / 2 / 127 / 12
met2: 5.06 / 16 / 418 / 39
met1: 4.43 / 195 / 511 / 48
li1: - / 215 / - / -
==> synth_stat cells, drive strengths merged <==
library cell,count,area [µm²]
mux2i,2,20.0
ha,4,50.1
nand3b,1,20.0
nor2b,1,6.26
dfxtp,15,300
a21oi,2,10.0
inv,5,18.8
o21a,1,7.51
o211ai,1,7.51
buf,6,48.8
a211oi,4,40.0
o21ai,4,20.0
a31oi,1,6.26
and2b,2,15.0
conb,2,7.51
o31ai,1,7.51
nand2,3,11.3
and3,1,6.26
nand3,1,5.00
nor2,3,11.3
o22ai,1,6.26
==> power groups by stage <==
stage / sequential [mW] / combinational [mW] / clock (mW)
4_1_cts: 0.403 / 0.106 / 0.212
5_1_grt: 0.408 / 0.118 / 0.231
6_report: 0.403 / 0.105 / 0.203
==> worst paths after layout <==
check | end | slack (ns)
worst max-delay path | alu_op_code[1] | 0.29
worst min-delay path | current_state[2] | 0.35
worst max register to register | next_state[2] | 0.31
worst min register to register | current_state[2] | 0.35
Power and IR drop assume default switching activity.
