**run.sh**
```bash
#!/bin/bash
# OpenROAD 26Q1-2900-gdf79404cd8, Yosys 0.63+post, stock flow scripts
make -C /OpenROAD-flow-scripts/flow DESIGN_CONFIG=/design/flow/config.mk WORK_HOME=/design/flow/orfs finish
```
**config.mk**
```make
export PLATFORM = sky130hd
export DESIGN_NAME = Eight_Bit_Adder
export DESIGN_NICKNAME = Eight_Bit_Adder
export VERILOG_FILES = /design/flow/design.v
export SDC_FILE = /design/flow/constraint.sdc
export NUM_CORES = 4
export LEC_CHECK = 1
export CORE_AREA = 10 10 70 70
export DIE_AREA = 0 0 80 80
```
**constraint.sdc**
```tcl
current_design Eight_Bit_Adder

set clk_period 5.7
set clk_io_pct 0.2

create_clock -name clk0 -period $clk_period

set non_clock_inputs [all_inputs -no_clocks]
set_input_delay [expr $clk_period * $clk_io_pct] -clock clk0 $non_clock_inputs
set_output_delay [expr $clk_period * $clk_io_pct] -clock clk0 [all_outputs]
```
**design.v**
```verilog
module Eight_Bit_Adder (
	input [7:0] a,
	input [7:0] b,
	input cin,
	output [7:0] out,
	output cout
	);
	wire carry;
	Look_Ahead_Four_Bit_Adder adder1 (
		.a(a[3:0]),
		.b(b[3:0]),
		.cin(cin),
		.out(out[3:0]),
		.cout(carry)
	);
	Look_Ahead_Four_Bit_Adder adder2 (
		.a(a[7:4]),
		.b(b[7:4]),
		.cin(carry),
		.out(out[7:4]),
		.cout(cout)
	);
endmodule
module Look_Ahead_Four_Bit_Adder (
    input [3:0] a,
    input [3:0] b,
    input cin,
    output [3:0] out,
    output cout
);
    wire [3:0] P;  
    wire [3:0] G;  
    wire C1, C2, C3;  
    xor (P[0], a[0], b[0]);
    xor (P[1], a[1], b[1]);
    xor (P[2], a[2], b[2]);
    xor (P[3], a[3], b[3]);
    and (G[0], a[0], b[0]);
    and (G[1], a[1], b[1]);
    and (G[2], a[2], b[2]);
    and (G[3], a[3], b[3]);
    wire w1_1; 
    and (w1_1, P[0], cin);
    or (C1, G[0], w1_1);
    wire w2_1, w2_2; 
    and (w2_1, P[1], G[0]);
    and (w2_2, P[1], P[0], cin);
    or (C2, G[1], w2_1, w2_2);
    wire w3_1, w3_2, w3_3;
    and (w3_1, P[2], G[1]);
    and (w3_2, P[2], P[1], G[0]);
    and (w3_3, P[2], P[1], P[0], cin);
    or (C3, G[2], w3_1, w3_2, w3_3);
    wire w4_1, w4_2, w4_3, w4_4; 
    and (w4_1, P[3], G[2]);
    and (w4_2, P[3], P[2], G[1]);
    and (w4_3, P[3], P[2], P[1], G[0]);
    and (w4_4, P[3], P[2], P[1], P[0], cin);
    or (cout, G[3], w4_1, w4_2, w4_3, w4_4);
    xor (out[0], P[0], cin);
    xor (out[1], P[1], C1);
    xor (out[2], P[2], C2);
    xor (out[3], P[3], C3);
endmodule
```
==> impl_metrics.tcl <==
# flow metrics
set metrics [dict create \
    wl_per_cell_um 9.01 \
    syn_area_um2 322 \
    setup_viol 0 \
    grt_max_degree 5 \
    die_h_um 80 \
    port_buffers 26 \
    total_power_mw 0.0668 \
    timing.final.ws_setup_ns 1.07 \
    p_per_area_nw_per_um2 104 \
    ys_types 19 \
    log.warning_count 32 \
    critPathCaptureType "output pin" \
    final_util_pct 18.7 \
    seq_cell_count 0 \
    grt-ovfl-total 0 \
    syn_avg_cell_area_um2 8.93 \
    area_growth_pct 98.8 \
    vias 348 \
    initCoreUtil_pct 9.41 \
    hpwlAfterDp_um 935 \
    grt_pass1_wl_um 1640 \
    first_pass_iters 2 \
    routed_via_density 3.22 \
    antenna_cells 0 \
    ir_drop_mv 0.0294 \
    path_class "primary input to output pin" \
    synth.top_cell.area_share_pct 31.1 \
    place_inst 108 \
    wirelength_um 973 \
    post_cts_buffers 0 \
    fmaxAchievable_ghz 0.216 \
    max_slew.worst_pin.slew_ns 0.312 \
    io_pins 26 \
    fp-row-count 21 \
    synth_cells 36 \
    drt_iter0_drc 4 \
    grt_usage_pct 3.04 \
    crit_slowest_cell "clkdlybuf4s50_1" \
    drive_gt1_share_pct 8.06 \
    crit_chain "clkdlybuf4s50_1 > ha_1 > a21oi_2 > o211ai_2 > or2_2 > fa_1 > xor2_1 > clkdlybuf4s50_1" \
    die_w_um 80 \
    drc 0 \
    fillers 384 \
    synthTopCellsByArea "ha_1 (31%), fa_1 (12%), xor2_1 (8.2%)" \
    min_period_ns 4.63 \
    worstPathRequired_ns 4.56 \
    cp-start-kind "primary input" \
    place_ws_ns 1.04 \
    antenna_found_initial 0 \
    place.gp.congestion 0.694 \
    hold_path.class "primary input to output pin" \
    setup_tns_ns 0 \
    crit_buf_inv 2 \
    clkbuf_count 0 \
    critPathMaxStageDelay_ns 0.48 \
    crit_top_cell "clkdlybuf4s50_1" \
    die_area_um2 6400 \
    arrival_ns 3.49 \
    crit_fanout 4 \
    maxSlewHeadroom_pct 79.1 \
    maxCapViolCount 0 \
    postSynthSeqShare_pct 0 \
    yosys_area_um2 322 \
    cts-resized-gates 0 \
    yosysWarnings 0 \
    hold_violations 0 \
    p_leak_nw 0.270 \
    period_used_pct 81.2 \
    critical_path.top_delay_family "buffers and inverters" \
    grt_pass1_vias 392 \
    comb_area_um2 303 \
    top_area_cell "ha_1" \
    yosys_cells 36 \
    rsz0062_at_grt "false" \
    seqCellArea_um2 0 \
    core_um2 3420 \
    instances_no_fill 108 \
    hold_buffers 0 \
    report.final.slew_viol_count 0 \
    status "finished clean" \
    ant_nets 0 \
]
power breakdown:
group,internal [mW],switching (mW)
Clock,0,0
Sequential,0,0
Combinational,0.0460,0.0208
area by class of cell:
type | instances | area share (%)
multi-input combinational | 31 | 47.4
inverter | 5 | 2.94
tap | 46 | 9.00
timing repair buffer | 26 | 40.7
cells in the mapped netlist, drive strengths merged:
cell,instances
o21a,1
o21bai,1
or2,2
inv,5
o32ai,1
xor2,3
o31a,1
nand2,1
a21oi,1
nand3,2
nor2,1
o41a,1
a211oi,1
a21o,2
xnor2,2
o211ai,1
fa,2
ha,8
logic make-up after synthesis:
group	after synthesis	share of synthesized area, %
AND-OR/OR-AND	10	27.6
buffers and inverters	5	5.84
AND/OR/NAND/NOR	6	9.34
XOR/XNOR	5	13.6
adder cells (fa/ha/maj)	10	43.6
cell usage in the layout, fill, tap and decap left out:
cell type        instances
ha_1                     8
a21o_1                   1
nand3_1                  2
o31a_1                   1
xnor2_1                  2
o41a_1                   1
xor2_1                   3
inv_1                    5
nor2_1                   1
o21a_1                   1
nand2_1                  1
o211ai_2                 1
or2_2                    2
a211oi_1                 1
o21bai_1                 1
a21o_2                   1
fa_1                     2
o32ai_1                  1
a21oi_2                  1
clkdlybuf4s50_1         26
metrics by stage:
| step | cell area, um^2 | hold slack [ns] |
|---|---|---|
| 6_report | 639 | 3.36 |
| 5_1_grt | 639 | 3.42 |
| 4_1_cts | 639 | 3.38 |
| 3_5_place_dp | 639 | 3.37 |
| 2_1_floorplan | 322 | 2.39 |
| 3_3_place_gp | 639 | 3.36 |
layer usage:
layer  vias up  wire [um]  global-route usage (%)
li1        184          -                       -
met1       158        318                    2.86
met2         6        596                    6.58
met3         0         58                   0.682
met4         0          0                       0
met5         -          0                       0
worst paths after layout:
kind | startpoint | endpoint | slack (ns) | cells past startpoint
max | a[0] | out[5] | 1.07 | 8
min | b[7] | out[7] | 3.36 | 4
No activity file was given, so power comes from the tool's default toggle rates.
